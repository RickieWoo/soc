===== flow/config.mk =====
export PLATFORM = sky130hd
export DESIGN_NAME = PongDriver2018spring
export DESIGN_NICKNAME = PongDriver2018spring
export VERILOG_FILES = /design/flow/design.v
export SDC_FILE = /design/flow/constraint.sdc
export NUM_CORES = 4
export LEC_CHECK = 1
export CORE_AREA = 10 10 75 75
export DIE_AREA = 0 0 85 85

===== flow/constraint.sdc =====
current_design PongDriver2018spring

set clk_period 3.3
set clk_io_pct 0.2

create_clock -name clk0 -period $clk_period [get_ports {Clock}]

set non_clock_inputs [all_inputs -no_clocks]
set_input_delay [expr $clk_period * $clk_io_pct] -clock clk0 $non_clock_inputs
set_output_delay [expr $clk_period * $clk_io_pct] -clock clk0 [all_outputs]

===== flow/design.v =====
`timescale 1ns / 1ps
module CRTClock2018spring_template(SystemClockFreq, CRTClockFreq, PixelClock, Reset, Clock);
parameter SystemClockSize=10;
input [SystemClockSize-1:0] SystemClockFreq;
input [SystemClockSize-1:0] CRTClockFreq;
output reg	PixelClock;
input Reset, Clock;
reg 	[SystemClockSize-1:0]  Counter;
endmodule
`timescale 1ns / 1ps
module CRTcontroller2018spring(Xresolution, Yresolution, SystemClockFreq, CRTClockFreq, hsync, vsync, xpos, ypos, reset, clock);
parameter ResolutionSize=10, SystemClockSize=10;
input [ResolutionSize-1:0] Xresolution, Yresolution;
input [SystemClockSize-1:0] SystemClockFreq, CRTClockFreq;
input reset, clock;
output hsync, vsync;
output [ResolutionSize-1:0] xpos, ypos;	 
parameter vSynchPulse=10'd2, vFrontPorch=10'd10, vBackPorch=10'd29;  
parameter hSynchPulse=10'd95, hFrontPorch=10'd25, hBackPorch=10'd40;  
wire LineEnd, PixelClock;
hsyncModule2018spring hsyncModule(PixelClock, hSynchPulse, hBackPorch,  Xresolution, hFrontPorch, hsync, LineEnd, xpos, reset, clock);
vsyncModule2018spring_template vsyncModule(LineEnd, vSynchPulse, vFrontPorch, Yresolution, vBackPorch, vsync, ypos, reset, clock);
CRTClock2018spring_template CRTclockUnit(SystemClockFreq, CRTClockFreq, PixelClock, reset, clock);
endmodule
`timescale 1ns / 1ps
module ClockedNegativeOneShot(InputPulse, OneShot, Reset, CLOCK) ;
input		InputPulse, Reset, CLOCK;
output reg OneShot;
parameter State0=0, State1=1, State2=2, State3=3;
reg [1:0] State;
always@(State)
	if(State==State1) OneShot<=1;
	else OneShot<=0;
always @ (posedge CLOCK)
	if(Reset==1)	State <= 1; else
	case (State)
	0:	if (InputPulse==1) State<=State0; else State<=State1;
	1:	if (InputPulse==1) State<=State0; else State<=State3;
	2:	State<=State0;
	3:	if (InputPulse==1) State<=State0; else State<=State3;
	endcase
endmodule
`timescale 1ns / 1ps
module gameZybo(input clk25, input Reset,
				input [9:0] xpos,
				input [9:0] ypos,
				input rota,
				input rotb,
				output [4:0] red,
				output [5:0] green,
				output [4:0] blue);
reg [8:0] paddlePosition;
reg [2:0] quadAr, quadBr;
always @(posedge clk25) quadAr <= {quadAr[1:0], rota};
always @(posedge clk25) quadBr <= {quadBr[1:0], rotb};
always @(posedge clk25)
if(quadAr[2] ^ quadAr[1] ^ quadBr[2] ^ quadBr[1])
begin
	if(quadAr[2] ^ quadBr[1]) begin
		if(paddlePosition < 508)         
			paddlePosition <= paddlePosition + 3'd4;
	end
	else begin
		if(paddlePosition > 3)         
			paddlePosition <= paddlePosition - 3'd4;
	end
end
reg [9:0] ballX;
reg [8:0] ballY;
reg ballXdir, ballYdir;
reg bounceX, bounceY;
wire endOfFrame = (xpos == 0 && ypos == 480);
always @(posedge clk25) begin
	if (endOfFrame) begin  
		if (ballX == 0 && ballY == 0) begin  
			ballX <= 480;
			ballY <= 300;
		end
		else begin
			if (ballXdir ^ bounceX) 
				ballX <= ballX + 5'd2;
			else 
				ballX <= ballX - 5'd2;	
			if (ballYdir ^ bounceY) 
				ballY <= ballY + 5'd2;
			else
				ballY <= ballY - 5'd2;	
		end
	end	
end		
reg [10:0] missTimer;	
wire visible = (xpos < 640 && ypos < 480);
wire top = (visible && ypos <= 5);
wire bottom = (visible && ypos >= 476);
wire left = (visible && xpos <= 5);
wire right = (visible && xpos >= 636);
wire border = (visible && (left || right || top));
wire paddle = (xpos >= paddlePosition+4 && xpos <= paddlePosition+124 && ypos >= 440 && ypos <= 447);
wire ball = (xpos >= ballX && xpos <= ballX+7 && ypos >= ballY && ypos <= ballY+7);
wire background = (visible && !(border || paddle || ball));
wire checkerboard = (xpos[5] ^ ypos[5]);
wire missed = visible && missTimer != 0;
assign red   = { missed&&(!paddle||!ball) || border || paddle, missed&&(!paddle||!ball) || border || paddle, 3'b000};	 
assign green = { !missed && (border || paddle || ball),  !missed && (border || paddle || ball), 4'b0000};	 
assign blue  = { !missed && (border || ball), background && checkerboard,background && checkerboard, 2'b00};  
always @(posedge clk25) begin
	if (!endOfFrame) begin
		if (ball && (left || right))
			bounceX <= 1;
		if (ball && (top || bottom || (paddle && ballYdir)))
			bounceY <= 1;
		if (ball && bottom)
			missTimer <= 63;
	end
	else begin
		if (ballX == 0 && ballY == 0) begin  
			ballXdir <= 1;
			ballYdir <= 1;
			bounceX <= 0;
			bounceY <= 0;
		end 
		else begin
			if (bounceX)
				ballXdir <= ~ballXdir;
			if (bounceY)
				ballYdir <= ~ballYdir;			
			bounceX <= 0;
			bounceY <= 0;
			if (missTimer != 0)
				missTimer <= missTimer - 1'b1;
		end
	end
end
endmodule
`timescale 1ns / 1ps
module PongDriver2018spring(
    input Clock, Reset, rota, rotb,
    output [4:0] red,
    output [5:0] green,
    output [4:0] blue,
    output hsync, vsync
    );
wire [9:0] xpos;
wire [9:0] ypos;
parameter [9:0] NumberofPixels=10'd640, NumberofLines=10'd480;
parameter [9:0] SystemClock=10'd125, CRTClock=10'd25;  
CRTcontroller2018spring VGAdisplay(NumberofPixels, NumberofLines, SystemClock, CRTClock, 
     hsync, vsync, xpos, ypos, Reset, Clock);
gameZybo gameUnit(Clock, Reset, xpos, ypos, rota, rotb, red, green, blue);
endmodule
`timescale 1ns / 1ps
module UniversalCounter10bits(P,BeginCount, EndCount, Q,S1,S0,TerminalCount, Reset, CLOCK) ;
parameter	length = 10;
input		S1, S0, Reset, CLOCK;
input	[length-1:0]	P, BeginCount, EndCount;
output 	reg [length-1:0]	Q;
output reg TerminalCount;	 
reg	[length-1:0]	NextQ;
always @ (posedge CLOCK or posedge Reset)
	if(Reset==1)	Q <= BeginCount;
	else	Q<=NextQ;
always@(Q or S1 or S0 or P or EndCount or BeginCount)
	case ({S1,S0})
	2'b00:	begin NextQ <= Q;	TerminalCount<=0; end  
	2'b01:	begin if (Q>=EndCount) begin TerminalCount<=1; NextQ<=0; end
		else begin TerminalCount<=0; NextQ <= Q+1'b1;	end
		end  
	2'b10:	begin if (Q==BeginCount) begin TerminalCount<=1; NextQ<=EndCount; end
		else begin TerminalCount<=0; NextQ <= Q-1'b1;	end
		end  
	2'b11:	begin NextQ <= P; TerminalCount<=1'b0; end				 
	endcase
endmodule
`timescale 1ns / 1ps
module hsyncModule2018spring(PixelClock, SynchPulse, BackPorch, ActiveVideo, FrontPorch, hsync, LineEnd, xposition, reset, clock);
parameter xresolution=10;
input [xresolution-1:0] SynchPulse, FrontPorch, ActiveVideo, BackPorch;
input PixelClock, reset, clock;
output hsync, LineEnd;
output reg [xresolution-1:0] xposition;
wire [xresolution-1:0] xcount;
ClockedNegativeOneShot PixelClockUnit(PixelClock, PixelClockOneShot, reset, clock);
assign LineEnd=xcount==EndCount;	 
wire [xresolution-1:0] EndCount=SynchPulse+FrontPorch+ActiveVideo+BackPorch;
assign hsync = ~(xcount>=(ActiveVideo+FrontPorch)&&xcount<=(ActiveVideo+FrontPorch+SynchPulse));
always@(xcount, SynchPulse, BackPorch, ActiveVideo, FrontPorch) 
	xposition<=xcount;	 
UniversalCounter10bits XPositionCounter(10'd0,10'd0, EndCount, xcount, LineEnd,LineEnd||PixelClockOneShot,   , reset, clock) ;
endmodule
`timescale 1ns / 1ps
module vsyncModule2018spring_template(LineEnd, SynchPulse, FrontPorch, ActiveVideo, BackPorch, vsync, yposition, reset, clock);
parameter yresolution=10;
input [yresolution-1:0] SynchPulse, FrontPorch, ActiveVideo, BackPorch;
input reset, clock, LineEnd;
output vsync;
output [yresolution-1:0] yposition;
wire [yresolution-1:0] ycount;
ClockedNegativeOneShot RestartUnit(LineEnd, NextLineOneShot, reset, clock);
endmodule

===== flow/run.sh =====
#!/bin/bash
# OpenROAD 26Q1-2900-gdf79404cd8, Yosys 0.63+post, stock flow scripts
make -C /OpenROAD-flow-scripts/flow DESIGN_CONFIG=/design/flow/config.mk WORK_HOME=/design/flow/orfs finish

==> GITHUB_STEP_SUMMARY <==
## Synthesis and layout report

| Metric | Value |
|---|---|
| Run status | `complete, no violations` |
| Die height | `85 um` |
| Period minus WS final | `2.65 ns` |
| Worst vdd ir | `0.371 mV` |
| Final critical-path share of the clock period | `80.4%` |
| DP HPWL | `1030 um` |
| Util after Layout | `20.0%` |
| Syn. warnings | `19` |
| Synth cell types | `28` |
| Final setup fails | `0` |
| Post-synthesis instance total | `83` |
| H-tree depth | `1` |
| OpenROAD warnings | `30` |
| Drt via density | `3.82` |
| Port Buffers | `2` |
| Max-slew violation count | `0` |
| R2r setup slk | `1.80 ns` |
| Sequential cell area fraction in the yosys report | `35.1%` |
| Total gr overflow | `0` |
| Clk root buf | `clkbuf_8` |
| Worst Path Arrival | `1.99 ns` |
| RR Endpoint | `VGAdisplay.hsyncModule.XPositionCounter.Q[0]$_DFFE_PP0P_` |
| Max FO, Critical Path | `6` |
| WHS Endpoint | `VGAdisplay.hsyncModule.XPositionCounter.Q[9]$_DFFE_PP0P_` |
| Clock-pin slew on the worst setup and hold paths | `0.05 ns` |
| Initial antenna violation count | `0` |
| Ports | `22` |
| Row Count | `23` |
| RePlAce Congestion | `0.775` |
| # Cells Yosys | `83` |
| Worst min-delay path class | `flip-flop to flip-flop` |
| Iter 0 DRT Violations | `28` |
| R2R depth | `3` |
| Post-Place Cells | `131` |
| First-pass GRT wire length | `2380 um` |
| Hold path depth | `1` |
| Final hold vios | `0` |
| Total number of vias | `516` |
| Slack of the critical path | `0.646 ns` |
| TritonCTS clock tree | `yes` |
| Logic area | `398 um^2` |
| Reg-to-Reg Start | `VGAdisplay.hsyncModule.XPositionCounter.Q[7]$_DFFE_PP0P_` |
| CP Class | `flip-flop to primary output` |
| Setup Fix Bufs, Post-CTS | `0` |
| CTS max path bufs | `2` |
| Critical path endpoint category | `primary output` |
| Post-CTS Resized | `0` |
| Yosys synthesis chip area | `771 um^2` |
| Full die area | `7230 um^2` |
| Beginning of the worst hold path | `VGAdisplay.hsyncModule.XPositionCounter.Q[9]$_DFFE_PP0P_` |
| Post-route DRC | `0` |
| Final cell count without fillers | `135` |
| TritonRoute pass-1 iters | `4` |
| Routed WL | `1380 um` |
| CTS buffer count | `3` |
| Post-route antenna net violation count | `0` |
| FF/Latch Area | `270 um^2` |
| Sink Count | `11` |
| Die Width | `85 um` |
| Cell area after synthesis | `771 um^2` |
| Max-cap viol count | `0` |
| Ant diodes | `0` |
| RSZ-0062 raised after global routing | `false` |
| Area of the core | `4060 um^2` |
| Number of fillers in the final layout | `435` |
| Floorplan core density | `19.0%` |
| Register bit total from synthesis | `11` |
| Vias in the first global route | `503` |
| Startpoint types | `flip-flop` |
| Power Dens Cells | `539 nW/um^2` |
| Routed len/inst | `10.2 um` |
| Largest net degree at the start of global routing | `12` |
| DP Worst Slack | `0.885 ns` |
| GRT Util Overall | `3.72%` |
| Hold-fix buffers, CTS | `0` |
| Max Clock Skew | `0.00526 ns` |
| Area Growth Syn to Fin | `5.19%` |
| Critical Path RT | `2.64 ns` |
| FMAX | `0.377 GHz` |
| Clock latency (worst-skew pair) | `0.23 ns` |
| Syn avg cell area | `9.29 um^2` |
| Share of cells above drive strength 1 | `7.06%` |
| Setup_tns | `0 ns` |
| Pleak | `0.391 nW` |
metal layers:
| layer | wire [um] | up-vias | track usage (%) |
|---|---|---|---|
| met5 | 0 | - | 0 |
| met3 | 103 | 2 | 1.64 |
| met2 | 545 | 19 | 5.04 |
| li1 | - | 266 | - |
| met1 | 718 | 229 | 5.45 |
| met4 | 8 | 0 | 0.299 |
through the flow:
step                instance area, um^2  hold slack [ns]  total power, mW
floorplan                           831            0.500            0.304
global placement                    766            0.561            0.309
detailed placement                  766            0.559            0.309
CTS                                 811            0.571            0.443
global route                        811            0.611            0.479
finish                              811            0.571            0.437
final cells by class:
type | instances | area share, %
flip-flops and latches | 11 | 33.3
inverters | 4 | 1.85
clock buffers | 4 | 5.56
multi-input cells | 64 | 49.1
well taps | 50 | 7.72
repair buffers | 2 | 2.47
logic make-up after synthesis:
logic type | count (synthesis) | synth area share (%)
adder cells (fa/ha/maj) | 4 | 6.49
other | 1 | 0.487
XOR/XNOR | 2 | 2.27
AND-OR/OR-AND | 20 | 17.5
flip-flops | 11 | 35.1
buffers and inverters | 24 | 21.1
AND/OR/NAND/NOR | 21 | 17.0
report_power, final:
group	switching, mW	internal, mW
Clock	0.0466	0.0845
Sequential	0.0532	0.166
Combinational	0.0486	0.0389
Total	0.148	0.289
state kept, by name, summed over array words and instances (netlist names):
signal                                       cells
VGAdisplay.hsyncModule.PixelClockUnit.State      1
VGAdisplay.hsyncModule.XPositionCounter.Q       10
cell usage in the layout (no fill, tap or decap), types with 2 or more instances in the layout:
master and instances:
nand3_1 2, conb_1 17, or3_1 4, a21oi_1 3, inv_1 4, nor2_1 2, nand2_1 4, clkdlybuf4s50_1 2
nand4_2 2, clkbuf_8 3, o21ai_0 6, nand4_1 2, a22oi_1 4, nor3_1 2, ha_1 4, xor2_1 2
dfrtp_1 10
worst max-delay path, stage by stage, from the launching register on:
cell             delay (ns)
dfrtp_1                0.44
ha_1                   0.22
nor2_1                 0.08
a21oi_1                0.07
o311ai_0               0.39
clkdlybuf4s50_1        0.55
synthesized netlist by cell type:
master / count / area share [%]
buf_4: 19 / 19
dfrtp_1: 10 / 32
o21ai_0: 6 / 3.9
a22oi_1: 4 / 3.9
ha_1: 4 / 6.5
inv_1: 4 / 1.9
nand2_1: 4 / 1.9
or3_1: 4 / 3.2
a21oi_1: 3 / 1.9
nand3_1: 2 / 1.3
nand4_1: 2 / 1.6
nand4_2: 2 / 3.2
nor2_1: 2 / 0.97
nor3_1: 2 / 1.3
xor2_1: 2 / 2.3
a21o_1: 1 / 0.97
a21o_2: 1 / 1.1
a2bb2oi_1: 1 / 1.1
a41o_1: 1 / 1.3
and3b_1: 1 / 1.1
buf_2: 1 / 0.65
conb_1: 1 / 0.49
dfxtp_1: 1 / 2.6
nor4b_1: 1 / 1.1
o22ai_1: 1 / 0.81
o311a_1: 1 / 1.3
o311ai_0: 1 / 1.1
or3b_1: 1 / 1.1
worst max-delay path by stage:
stage / start / end / depth (start not counted)
after CTS: VGAdisplay.hsyncModule.XPositionCounter.Q[0]$_DFFE_PP0P_ / hsync / 5
after global routing: VGAdisplay.hsyncModule.XPositionCounter.Q[1]$_DFFE_PP0P_ / hsync / 6
final: VGAdisplay.hsyncModule.XPositionCounter.Q[0]$_DFFE_PP0P_ / hsync / 5
No activity file was given, so power comes from the tool's default toggle rates.
